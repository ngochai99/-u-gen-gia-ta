## config.mk

```make
export PLATFORM = sky130hd
export DESIGN_NAME = odu_get_payload
export DESIGN_NICKNAME = odu_get_payload
export VERILOG_FILES = /design/flow/design.v
export SDC_FILE = /design/flow/constraint.sdc
export NUM_CORES = 4
export LEC_CHECK = 1
export CORE_AREA = 10 10 299 299
export DIE_AREA = 0 0 309 309
```

## constraint.sdc

```tcl
current_design odu_get_payload

set clk_period 32.9
set clk_io_pct 0.2

create_clock -name clk0 -period $clk_period

set non_clock_inputs [all_inputs -no_clocks]
set_input_delay [expr $clk_period * $clk_io_pct] -clock clk0 $non_clock_inputs
set_output_delay [expr $clk_period * $clk_io_pct] -clock clk0 [all_outputs]
```

## design.v

```verilog
`timescale 1ns / 1ps
module odu_get_payload(
    input   [383:0] i_data_chid, 
    input           i_rs_chid, 
    output  [383:0] o_payload_osu        
    );
    wire [383:0] w_payload_odu_stuff;
    wire [383:0] w_payload_odu; 
    wire [383:0] w_payload_osu;  
    assign w_payload_odu_stuff 
                         = (i_data_chid[127:0] == 128'h99_99_99_99_99_99_99_99_99_99_99_99_99_99_99_99)
                         ? {i_data_chid[383:128], {120{1'b0}},i_data_chid[135:128]}
                         :  i_data_chid;
    assign w_payload_odu = (i_rs_chid)
                         ? {w_payload_odu_stuff[255:8],{128{1'b0}}, w_payload_odu_stuff[7:0]}
                         :  w_payload_odu_stuff; 
    assign w_payload_osu = (w_payload_odu[383:328] == 56'h0_00_00_00)
                         ? {w_payload_odu[327:8],{56{1'b0}}, w_payload_odu[7:0]}
                         :  w_payload_odu; 
    assign o_payload_osu =  w_payload_osu; 
endmodule
```

## run.sh

```bash
#!/bin/bash
# OpenROAD 26Q1-2900-gdf79404cd8, Yosys 0.63+post, stock flow scripts
make -C /OpenROAD-flow-scripts/flow DESIGN_CONFIG=/design/flow/config.mk WORK_HOME=/design/flow/orfs finish
```

==> run summary <==
Notes on the flow outputs.

- Entering global routing, the biggest net connects 136 pins.
- The area of all sequential standard cells reads 0 um2.
- The global route stage reports its total congestion overflow as 0.
- The total length of routed wires is 126800 um.
- The overall die size recorded for this design is 0.09548 mm2.
- The final number of max-transition violations is 0.
- The final total negative setup slack reads 0 ps.
- The chip height reads 309 um.
- Summed over all nets, the half-perimeter wirelength after detailed placement is 106000 um.
- The horizontal die size is 309 um.
- The slew at the pin closest to its max-slew limit reads 1246 ps.
- STA classifies the critical path endpoint as an output pin.
- The net switching fraction of the power is 50.29%.
- The required time at the endpoint of the critical path is 26320 ps.
- After synthesis, flip-flops and latches occupy 0% of the total area.
- The number of global-route vias before repair is 14340.
- In this run the tightest slew margin relative to its limit is 16.15%.
- The type of the most critical hold path is in -> out.
- The number of buffers added to fix hold violations after cts reads 0.
- According to the report, the first pass of detailed routing completed in 5 iterations.
- The power density over the cells is 14.75 mW/mm2.
- The core area reads 0.08250 mm2.
- The internal power contribution reads 0.1266 mW.
- The highest attainable clock frequency is 52.75 MHz.
- The number of setup violations in the final report is 0.
- The synthesized cell area reads 0.008315 mm2.
- The post-CTS resize count is 0.
- The starting density of the core reads 10.08%.
- Per the final layout report, the fraction of cells sized above drive strength 1 comes to 7.455%.
- The area growth from synthesis to layout is 107.7%.
- In the Yosys report the total cell count is 1190.
- STA lists the startpoint of the worst hold path as i_rs_chid.
- The hold path depth reads 4.
- The synthesis report lists the Yosys warning total as 0.
- The highest fanout seen on the critical path reads 97.
- The detail route stage leaves a number of antenna-violating nets equal to 0.
- Setup repair after global routing left no endpoint under its margin.
- The routed via count reads 14610.
- Summed over all routing layers, the global router reports a total usage of 25.45%.
- The OpenROAD warning count reads 36.
- The number of core rows is 105.
- The core occupancy in the finished layout is 20.93%.
- The iteration-0 DRC count of the detailed router is 1617.
- The number of hold-slack violations in the final timing report is 0.
- The via count normalized by instance count is 4.924.
- The critical path is of the in -> out type.
- Per the power-grid run, VDD falls by no more than 0.006632 mV.
- The total of buffers placed on input and output ports reads 769.
- The initial antenna violation count reads 39.
- The clock period could shrink to 18960 ps.
- The boundary pin count reads 769.
- The count of mapped cells out of synthesis is 1190.
- Post-route period utilization is reported as 57.62%.
- The number of maximum-capacitance violations reads 0.
- The average cell area after synthesis is 6.988 um2.
- The destination of the worst hold path reads o_payload_osu[240].
- The number of post-CTS setup repair buffers reads 0.
- The run finished with clean final reports.
- The routed design shows a wire length per standard cell of 42.73 um.
- The routability congestion estimate from global placement reads 0.9049.
- The number of distinct standard cells referenced by the synthesized netlist is 41.
- The count of clock buffers in the final design is 0.
- The script parses the final routing iteration and logs DRC violations as 0.
- The layout sequential cell count is 0.
- The leakage power is 6.586 nW.
- Yosys reports a chip area of 0.008315 mm2.
- The first global-routing pass estimated 157600 um of wire.
- The worst endpoint data arrival time reads 12380 ps.
- The net switching power is 0.1281 mW.
- The kind of start point of the critical path is an input pin.
- The filler cell count in the final layout is 9235.
## kinds of logic after synthesis
group,after synthesis,share of synthesized area [%]
AOI/OAI and AO/OA,410,32.18
and+or+nand+nor,392,25.52
buffers and inverters,168,9.133
muxes,220,33.16
## layout by cell type, fill, tap and decap left out, drive strengths merged, types with 8 or more instances in the layout
cell           count
clkdlybuf4s50    768
a21oi            185
mux2i            172
nand2            120
a211oi            64
buf               63
and3              47
mux4              44
nor2              41
o21ai             40
nor3              35
o22ai             32
nor4              31
and2              28
inv               25
a31oi             24
a221oi            24
nand4             21
nor2b             20
diode             19
nor4bb            17
nand3             11
a221o              9
and4               8
a211o              8
## worst max-delay path, cell delays in order
cell,delay (ps)
clkdlybuf4s50_1,660
nor4_1,1050
nand4_1,410
nor4_4,360
buf_4,320
a21o_4,540
buf_12,380
buf_4,770
a211oi_1,230
buf_4,200
a21oi_1,150
clkdlybuf4s50_1,530
## metrics by stage
stage,power (mW),setup slack (ps),std cells,cell area [um2],hold WS (ps)
3_5_place_dp,0.2548,13850,2948,17220,14150
5_1_grt,0.2640,13770,2948,17220,14220
6_report,0.2548,13940,2967,17270,14170
4_1_cts,0.2562,13830,2948,17220,14160
2_1_floorplan,0.05092,17960,1190,8315,13200
3_3_place_gp,0.2559,13780,2948,17220,14160
## synth_stat cells (7+ instances only)
master	instances	area (um2)
o21ai_1	24	120.1
buf_4	14	105.1
a221o_1	9	90.09
buf_2	43	215.2
o22ai_1	32	200.2
nand3_1	11	55.05
a221oi_2	24	360.4
nor2_1	41	153.9
buf_1	13	48.80
nand4_1	21	131.4
inv_1	25	93.84
a21oi_1	185	925.9
clkbuf_1	70	262.8
nor4_1	30	187.7
nor2b_1	20	125.1
nor4bb_1	17	170.2
mux4_2	44	991.0
nor3_1	35	175.2
nand2_1	120	450.4
and4_1	8	70.07
a211o_1	8	70.07
o21ai_0	16	80.08
and2_1	28	175.2
mux2i_1	172	1722
a31oi_1	24	150.1
and3_1	47	294.0
o221ai_1	7	61.31
a211oi_1	64	480.5
## worst max path at each step
stage                     from                 end  depth (start not counted)
CTS           i_data_chid[214]  o_payload_osu[303]                         11
global route  i_data_chid[214]  o_payload_osu[303]                         11
finish        i_data_chid[238]  o_payload_osu[334]                         12
## metal layers
| metal | GRT usage (%) | vias up | share of wire, % |
|---|---|---|---|
| met4 | 6.933 | 34 | 3.1 |
| met2 | 39.60 | 1076 | 45 |
| met1 | 32.99 | 7245 | 41 |
| met3 | 9.133 | 182 | 11 |
| met5 | 0 | - | 0.17 |
| li1 | - | 6073 | - |
## power groups by stage
stage         clock, mW  combinational, mW  sequential [mW]
CTS                   0              0.256                0
global route          0              0.264                0
## cell type report
| class | count | area (um2) | share of cell area [%] |
|---|---|---|---|
| repair buffers | 831 | 8205 | 47.51 |
| multi-input cells | 1022 | 7581 | 43.89 |
| well taps | 1070 | 1339 | 7.751 |
| inverters | 25 | 98.84 | 0.5723 |
| diodes | 19 | 47.55 | 0.2753 |
No activity file was given, so power comes from the tool's default toggle rates.
